===== /design/flow/run.sh =====
#!/bin/bash
# OpenROAD 26Q1-2900-gdf79404cd8, Yosys 0.63+post, stock flow scripts
make -C /OpenROAD-flow-scripts/flow DESIGN_CONFIG=/design/flow/config.mk WORK_HOME=/design/flow/orfs finish

===== /design/flow/config.mk =====
export PLATFORM = sky130hd
export DESIGN_NAME = part1
export DESIGN_NICKNAME = part1
export VERILOG_FILES = /design/flow/design.v
export SDC_FILE = /design/flow/constraint.sdc
export NUM_CORES = 4
export LEC_CHECK = 1
export CORE_AREA = 10 10 78 78
export DIE_AREA = 0 0 88 88

===== /design/flow/constraint.sdc =====
current_design part1

set clk_period 1.8
set clk_io_pct 0.2

create_clock -name clk0 -period $clk_period [get_ports {KEY}]

set non_clock_inputs [all_inputs -no_clocks]
set_input_delay [expr $clk_period * $clk_io_pct] -clock clk0 $non_clock_inputs
set_output_delay [expr $clk_period * $clk_io_pct] -clock clk0 [all_outputs]

===== /design/flow/design.v =====
module part1(KEY, SW, HEX0, HEX1);
	input[0:0] KEY;
	input[1:0] SW;
	output[6:0] HEX0, HEX1;
	wire[7:0] q;
	wire w1, w2, w3, w4, w5, w6, w7;
	assign clock = KEY[0];
	assign enable = SW[1];
	assign clear = SW[0];
	assign w1 = enable & q[0];
	assign w2 = w1 & q[1];
	assign w3 = w2 & q[2];
	assign w4 = w3 & q[3];
	assign w5 = w4 & q[4];
	assign w6 = w5 & q[5];
	assign w7 = w6 & q[6];
	T_ff one(enable, clock, clear, q[0]);
	T_ff two(w1, clock, clear, q[1]);
	T_ff three(w2, clock, clear, q[2]);
	T_ff four(w3, clock, clear, q[3]);
	T_ff five(w4, clock, clear, q[4]);
	T_ff six(w5, clock, clear, q[5]);
	T_ff seven(w6, clock, clear, q[6]);
	T_ff eight(w7, clock, clear, q[7]);
	hexto7segment H0(q[3:0],HEX0);
	hexto7segment H1(q[7:4],HEX1);
endmodule
module T_ff(w, clk, rst, q);
	input w, clk, rst;
	output q;
	reg f;
	always@(posedge clk or negedge rst)
	begin
		if(~rst)
		begin
			f <= 0;
		end
		else if(w)
		begin
			f <= ~f;
		end
	end
	assign q = f;
endmodule
module hexto7segment(x,y);
	input[3:0] x;
	output[6:0] y;
	reg[6:0] h;
	always @(*)
	begin
		case (x)
		4'b0000 : h = 7'b1000000;
		4'b0001 : h = 7'b1111001;
		4'b0010 : h = 7'b0100100; 
		4'b0011 : h = 7'b0110000;
		4'b0100 : h = 7'b0011001;
		4'b0101 : h = 7'b0010010;  
		4'b0110 : h = 7'b0000010;
		4'b0111 : h = 7'b1111000;
		4'b1000 : h = 7'b0000000;
		4'b1001 : h = 7'b0010000;
		4'b1010 : h = 7'b0001000; 
		4'b1011 : h = 7'b0000011;
		4'b1100 : h = 7'b1000110;
		4'b1101 : h = 7'b0100001;
		4'b1110 : h = 7'b0000110;
		4'b1111 : h = 7'b0001110;
		endcase
	end
	assign y = h;
endmodule 

==> deck_impl_summary.md <==
Key Metrics from the Run

Finish
  – Most instantiated logic cells after routing: buf_4, buf_6, ha_4, buf_2, clkbuf_2
  – Syn-to-layout area delta: 72.5%
  – Post-route cell area: 1420 um2
  – Layout cells sized above 1: 0.574
  – Top cell excl fill/tap: buf_4

Final timing
  – Slew HR: 0.641
  – Post-route setup slack: -0.161 ns
  – Final setup viols: 5
  – Slew of the pin with the lowest slew margin: 0.539 ns
  – Clk_skew: 0 ns
  – Final hold slack: 0.443 ns
  – F_max: 510 MHz
  – Unrepaired setup endpoints after global routing: true
  – Max-slew violation count: 0
  – Min cycle time layout: 1.96 ns
  – Period utilization: 1.09
  – Final Hold Viols: 0

Outcome
  – Status: finished with violations
  – Failing checks: setup timing

Power and ir drop
  – Clock Power Share: 0.073
  – Switching part of the total power: 0.386
  – Combinational power share: 0.767
  – Seq pwr share: 0.160
  – Psw: 0.977 mW
  – VDD IR max: 0.454 mV
  – Cell Int Power: 1.55 mW
  – Power per cell area: 1780 nW/um2
  – Cell leakage power: 0.606 nW

Routing
  – Via-per-instance ratio: 4.20
  – Post-route ant nets: 0
  – Diodes inserted: 0
  – DR iter-0 viols: 22
  – DRC: 0
  – First drt pass iteration count: 4
  – Vias: 790
  – Wire per inst: 11.2 um
  – Drt total wl: 2110 um

Die
  – Count of standard-cell rows: 24
  – Die Y: 88 um
  – Die X: 88 um
  – Ports: 17
  – Chip area: 7740 um2
  – Core area: 4410 um2
  – Core Util at FP: 0.187

Clocking
  – Worst-path clk slew: 0.03 ns
  – Clock root buffer: clkbuf_8
  – CTS max path bufs: 2
  – Clk ins delay skew pair: 0.21 ns
  – TritonCTS Buffers: 3
  – CTS tree: done
  – Clock net sink count: 8
  – H-tree depth: 1

Logic synthesis
  – Synth Warn #: 5
  – Ys cells: 92
  – Syn Area/Cell: 8.95 um2
  – Synthesis area per yosys: 823 um2
  – Mapped cell area: 823 um2
  – #FFs+latches synth: 8
  – Register area share after synthesis: 0.243
  – Unique cell type count in the Yosys netlist: 28
  – Mapped Cells: 92

Worst setup path
  – Worst Setup SP: five.f
  – Worst setup endpoint: HEX1[3]
  – Critical Setup Path Class: flop to output port
  – Kind of cell adding the most delay to the critical path: flip-flops
  – Element type at the critical path end: output port
  – End of the worst register-to-register path: eight.f
  – Crit path buf inv count: 3
  – Worst-path maximum fanout: 4
  – CP max stage delay: 0.44 ns
  – Reg2reg start: four.f
  – CP required: 1.44 ns
  – R2r worst-path depth: 4
  – R2r setup slk: 0.38 ns
  – Worst-path cell chain: buf_6 > ha_4 > buf_6 > mux4_2 > buf_2
  – CP Launch Type: flop
  – Levels on crit path: 5
  – Most used cell, CP: buf_6
  – Slowest CP cell: dfrtp_2
  – CP arrival: 1.60 ns

Global routing
  – First-pass GRT wire length: 3550 um
  – Number of global-route vias before repair: 760
  – GRT Overall Usage: 0.0542
  – Initial antenna violation count: 0
  – Pin count of the biggest net entering global routing: 16
  – Congestion Overflow GR: 0

Hold path
  – HP Class: primary input to asynchronous set/reset pin

Placed design
  – DP Wirelength: 1440 um
  – Area after DPL: 1150 um2
  – Routability cong.: 0.800
  – Port Buffers: 16

Job
  – Log Warnings: 63
  – Max-Cap Viols: 0
metrics by stage:
step                 util  total power, mW  setup TNS, ns  setup slack [ns]  instances
floorplan               -             1.04              0             0.139         92
global placement    0.260             1.89          -1.41            -0.216        172
detailed placement  0.260             1.90          -1.40            -0.215        172
CTS                 0.312             2.39         -0.853            -0.182        187
global route        0.322             2.82         -0.966            -0.257        188
finish              0.322             2.53         -0.371            -0.161        188
area by class of cell:
type	instances	area, um2
Tap cell	52	65.1
Multi-Input combinational cell	72	722
Fill cell	426	2990
Inverter	5	21.3
Clock buffer	3	41.3
Timing Repair Buffer	48	368
Sequential cell	8	203
power groups by stage:
stage	logic [mW]	registers, mW	clock network [mW]
5_1_grt	2.16	0.426	0.234
4_1_cts	1.79	0.380	0.219
6_report	1.94	0.405	0.184
synthesized netlist by cell type, drive strengths merged:
cell type	count	share of area
ha	12	0.18
dfrtp	8	0.24
buf	7	0.052
nand2	7	0.032
o21ai	7	0.043
mux2i	6	0.073
xnor2	6	0.064
inv	5	0.023
nand3	5	0.036
nor2	5	0.023
a21oi	4	0.024
nor2b	3	0.023
a22o	2	0.021
o21a	2	0.018
xor2	2	0.021
a211oi	1	0.0091
a31oi	1	0.0076
a32o	1	0.012
and3	1	0.0076
and4	1	0.011
mux2	1	0.014
mux4	1	0.027
nand2b	1	0.0076
nand3b	1	0.0091
nor3	1	0.0061
or3b	1	0.011
worst reg2reg max path, cell delays in order (launching register included):
cell and delay, ns:
dfrtp_1 0.67, buf_4 0.23, and3_1 0.17, nand3_1 0.09, xnor2_1 0.13
sequential cells by signal (all words and copies together) (netlist names):
| signal | flops |
|---|---|
| four.f | 1 |
| two.f | 1 |
| one.f | 1 |
| seven.f | 1 |
| three.f | 1 |
| six.f | 1 |
| five.f | 1 |
| eight.f | 1 |
routing by layer:
metal  vias to the layer above  wire, um  global-route usage
li1                        407         -                   -
met1                       372       983              0.0710
met2                         9      1020              0.0899
met3                         2        93              0.0159
met4                         0         6             0.00435
met5                         -         0                   0
timing repair:
action,CTS,global route
pin swaps,11,13
hold buffers,0,0
cloned,0,0
gates resized,66,32
endpoints found under the setup margin,14,14
buffers inserted,12,2
cells by family after synthesis:
kind of cell | share of synthesized area
mux | 0.114
fa+ha+maj | 0.182
buf+inv | 0.0745
simple gates | 0.166
compound gates | 0.135
xor+xnor | 0.0851
flops | 0.243
worst min path at each step:
stage	end	slack [ns]	depth (start not counted)
final	six.f	0.44	1
after global routing	six.f	0.45	1
after CTS	five.f	0.43	1
Power figures rest on the tool's default switching activity, not on a simulated workload.
