**design/flow/run.sh**
```bash
#!/bin/bash
# OpenROAD 26Q1-2900-gdf79404cd8, Yosys 0.63+post, stock flow scripts
make -C /OpenROAD-flow-scripts/flow DESIGN_CONFIG=/design/flow/config.mk WORK_HOME=/design/flow/orfs finish
```
**design/flow/config.mk**
```make
export PLATFORM = sky130hd
export DESIGN_NAME = part4
export DESIGN_NICKNAME = part4
export VERILOG_FILES = /design/flow/design.v
export SDC_FILE = /design/flow/constraint.sdc
export NUM_CORES = 4
export LEC_CHECK = 1
export CORE_UTILIZATION = 30
```
**design/flow/constraint.sdc**
```tcl
current_design part4

set clk_period 7.8
set clk_io_pct 0.2

create_clock -name clk0 -period $clk_period [get_ports {CLOCK_50}]

set non_clock_inputs [all_inputs -no_clocks]
set_input_delay [expr $clk_period * $clk_io_pct] -clock clk0 $non_clock_inputs
set_output_delay [expr $clk_period * $clk_io_pct] -clock clk0 [all_outputs]
```
**design/flow/design.v**
```verilog
module part4(CLOCK_50, HEX0, HEX1, HEX2, HEX3);
	input CLOCK_50;
	output[6:0] HEX0, HEX1, HEX2, HEX3;
	reg[25:0] counter;
	reg[1:0] cycle;
	wire[1:0] w0, w1, w2, w3;
	parameter P = 2'b00, A = 2'b01, S = 2'b10;
	always@(posedge CLOCK_50)
	begin
		counter = counter + 1;
		if(counter == 50000000)
		begin
			cycle = cycle + 1;
			counter = 0;
		end
	end
	mux_2bit_4to1 u0(P, S, S, A, cycle, w0);	
	mux_2bit_4to1 u1(A, P, S, S, cycle, w1);
	mux_2bit_4to1 u2(S, A, P, S, cycle, w2);
	mux_2bit_4to1 u3(S, S, A, P, cycle, w3);
	char_7seg c0(w0, HEX3);
	char_7seg c1(w1, HEX2);
	char_7seg c2(w2, HEX1);
	char_7seg c3(w3, HEX0);
endmodule
module mux_2bit_4to1(A,B,C,D,S,M);
	input[1:0] A, B, C, D, S;
	output[1:0] M;
	wire[1:0] X, Y;
	mux_2bit_2to1 m0(A,B,S[0],X);
	mux_2bit_2to1 m1(C,D,S[0],Y);
	mux_2bit_2to1 m2(X,Y,S[1],M);
endmodule
module mux_2bit_2to1(X,Y,s,M);
   input[1:0] X,Y;
   input s;
   output [1:0] M;
   assign M = ({2{~s}} & X) | ({2{s}} & Y);
endmodule
module char_7seg(C, Display);
	input[1:0] C;
	output[6:0] Display;
	assign Display[1] = C[1]&~C[0];
	assign Display[2] = ~C[1]&~C[0];
	assign Display[3] = ~C[1]&~C[0] | ~C[1]&C[0];
	assign Display[4] = C[1]&~C[0];
endmodule 
```
==> impl_metrics.yaml <==
# yosys + openroad results
floorplan:
  std_cell_rows: 27
  dieArea_um2: 6240
  die-width_um: 79.0
  core_area_um2: 5610
  initCoreUtil_pct: 31.7
  die_height_um: 79.0
  boundaryPins: 29
setup_path:
  r2r_end: "cycle[0]"
  largest_fanout_of_any_net_on_the_critical_path: 5
  cp-end-kind: "output port"
  worst-setup-path-type: "flop to output port"
  worst-r2r-cell-count: 7
  rr_startpoint: "counter[0]"
  critical_path_startpoint: "cycle[1]"
  r2r_slack_ps: 5310
  timing.critical_path.required_ps: 6240
  timing.critical_path.from_type: "flop"
  arrival_ps: 1700
placement:
  hpwl_um: 2230
  gp_routability_congestion: 0.842
  portBuffers: 16
  placedCellCount: 268
power_and_ir_drop:
  power.density_nw_per_um2: 115
  vdd.ir_drop.worst_mv: 0.0619
  total_leakage_power_nw: 0.768
synthesis:
  synth_flops: 28
  synth_sequential_area_ratio_pct: 32.6
  syn_inst: 191
  async_reset_ff_share_pct: 0
  synth-area-yosys_um2: 1780
  yosys.area.top_type: "dfxtp_1"
  synth_area_um2: 1780
  synthesis.yosys.warnings: 13
  synth.top_cell.area_share_pct: 29.3
  ys_top_cells_by_area: "dfxtp_1 (29%), buf_4 (7.6%), xor2_1 (6.9%)"
  cell_type_count: 48
  synth.yosys.num_cells: 191
  synthFlopType: "dfxtp_1"
  synthesized_area_divided_by_synthesized_cell_count_um2: 9.32
  synth-edff-count: 2
timing:
  slew_viol_final: 0
  unrepaired_setup_endpoints_after_global_routing: "false"
  setup-tns-final_ps: 0
  count_of_endpoints_failing_hold_in_the_final_timing_report: 0
  hold_slack_ps: 489
  setup_viol: 0
  fmax_ghz: 0.306
  period_minus_slack_ps: 3260
  finalCritPeriodShare_pct: 41.9
  skew_ps: 1.98
global_route:
  grt_first_pass_wirelength_um: 5460
  gr-usage-all-layers_pct: 10.9
  congestion_overflow_gr: 0
  first_global_vias: 1163
  initial_antenna_violation_count: 0
  pin_count_of_the_biggest_net_entering_global_routing: 16
drt:
  num_antenna_cells: 0
  avg_vias_per_cell: 4.63
  detailroute.via_count: 1259
  drt_pass1_iterations: 4
  totalWireLength_um: 3030
  wl_per_cell_um: 11.1
  initial_detailed_routing_violation_count: 40
  ant_nets: 0
  route.detailed.drc: 0
clocking:
  cts_repair_resizes: 0
  clockRootBuffer: "clkbuf_8"
  cts-hold-fix-buffers: 0
  cts_post_setup_buffers_inserted: 0
  clkSinkCount: 28
  cts_inserted_buffers: 3
  clkLatencyLatePin_ps: 270
  clock_pin_slew_worst_setup_and_hold_paths_ps: 90
  tritoncts: "built"
  h-tree-depth: 1
  cts_max_path_buffers: 2
hold_path:
  worstHoldEndpoint: "counter[0]"
  startpoint_of_the_lowest_slack_hold_path: "counter[0]"
  min_path_cells: 1
  worst_hold_path_type: "flop to flop"
flow_run:
  maxCapViolCount: 0
  stage_log_warnings: 29
outcome:
  status: "complete, no violations"
final_layout:
  layout-drive-gt1-share_pct: 15.0
  layout-area-overhead-vs-synth_pct: 9.56
  layout.cells.non_filler: 272
[synthesized netlist by cell type, types with 2 or more instances]
cell,instances
buf_4,18
and4_1,2
and3_1,6
ha_1,6
or2_2,2
nor4_2,2
clkbuf_1,2
edfxtp_1,2
dfxtp_1,26
xor2_1,14
a21oi_1,4
nor4_4,2
inv_1,7
xnor2_1,9
or3_1,2
a21oi_2,11
a21boi_0,3
nor2_1,9
buf_6,3
nand3_1,10
nor3_1,5
nand4_1,10
nand2_1,11
[critical path, stage by stage (launching register included)]
cell,delay [ps]
edfxtp_1,430
inv_1,100
ha_1,350
inv_1,100
clkdlybuf4s50_1,460
[flip-flops by register name (all words and copies together) (netlist names)]
| register | count |
|---|---|
| counter | 26 |
| cycle | 2 |
[through the flow]
step | util (%) | power [mW] | setup WS [ps] | area [um2]
3_5_place_dp | 34.0 | 0.148 | 4820 | 1900
3_3_place_gp | 34.0 | 0.148 | 4840 | 1900
5_1_grt | 34.8 | 0.236 | 4390 | 1950
2_1_floorplan | - | 0.152 | 5290 | 1820
6_report | 34.8 | 0.225 | 4540 | 1950
4_1_cts | 34.8 | 0.229 | 4500 | 1950
[final cells by class]
class                   instances  area, um2
fillers                       593       3660
multi-input cells             143       1030
flip-flops and latches         28        581
repair buffers                 18        175
well taps                      72       90.1
clock buffers                   4       45.0
inverters                       7       26.3
[kinds of logic after synthesis]
group	Yosys count	share of synthesized area, %
flops	28	32.6
simple gates	75	27.7
mux	1	0.563
buf+inv	31	11.7
other cells	1	0.211
fa+ha+maj	6	4.22
xor+xnor	24	12.2
compound gates	25	10.8
[how the worst max path moves through the flow]
| stage | to | slack [ps] | cells after the start |
|---|---|---|---|
| after global routing | HEX3[3] | 4390 | 4 |
| after CTS | HEX1[1] | 4500 | 4 |
| final | HEX1[1] | 4540 | 4 |
[cells in the final DEF, fill, tap and decap left out, types with 2 or more instances in the layout]
master and n:
ha_1 6, a21oi_2 11, nand2_1 11, conb_1 12, a21oi_1 4, clkbuf_8 3
dfxtp_1 26, inv_1 7, and4_1 2, xnor2_1 9, nor4_2 2, or2_2 2
xor2_1 14, edfxtp_1 2, buf_4 2, a21boi_0 3, nor3_1 5, nor4_4 2
nor2_1 9, nand3_1 10, and3_1 6, or3_1 2, clkdlybuf4s50_1 16, nand4_1 10
[layer usage]
metal / GRT usage [%] / wire length [um]
met3: 1.17 / 126
met2: 16.4 / 1370
met5: 0 / 0
met4: 1.09 / 17
met1: 17.7 / 1510
[power by group]
group          total (mW)  internal [mW]  leakage [nW]  switching, mW
clock network      0.0803         0.0366        0.0228         0.0437
registers           0.144          0.144         0.233              0
logic            0.000102              0         0.513       0.000102
Power figures rest on the tool's default switching activity, not on a simulated workload.
